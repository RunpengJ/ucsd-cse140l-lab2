==> flow/design.v <==
module alarm(
  input[6:0]   tmin,
               amin,
			   thrs,
			   ahrs,						 
  output logic buzz
);
  always_comb
    buzz = tmin==amin && thrs==ahrs;
endmodule
module ct_mod_N #(parameter N=60)(
  input clk, rst, 
        en,			  
  output logic[6:0] ct_out,
  output logic      z);
  always_ff @(posedge clk)	 begin :clk_loop
    if(rst)	begin :reset_loop
	  ct_out <= 0;
	end			  :reset_loop
	else if(en)	begin
	  ct_out <= (ct_out+1)%N;	   
    end
  end	  :clk_loop
  always_comb begin z = ct_out==(N-1); end   
endmodule
module lcd_int(
  input[6:0] bin_in,
  output logic [6:0] Segment1,
                     Segment0);
  logic[3:0] bin0;
  assign bin0 = bin_in % 10;   
  logic[3:0] bin1;
  assign bin1 = bin_in/10;
  always_comb case(bin0) 
    4'b0000 : Segment0 = 7'h7E;
    4'b0001 : Segment0 = 7'h30;
    4'b0010 : Segment0 = 7'h6D;				  
    4'b0011 : Segment0 = 7'h79;				  
    4'b0100 : Segment0 = 7'h33;          	  
    4'b0101 : Segment0 = 7'h5B;
    4'b0110 : Segment0 = 7'h5F;
    4'b0111 : Segment0 = 7'h70;
    4'b1000 : Segment0 = 7'h7F;
    4'b1001 : Segment0 = 7'h7B;
	default : Segment0 = 7'h00;
  endcase
    always_comb case(bin1) 
    4'b0000 : Segment1 = 7'h7E;
    4'b0001 : Segment1 = 7'h30;
    4'b0010 : Segment1 = 7'h6D;
    4'b0011 : Segment1 = 7'h79;
    4'b0100 : Segment1 = 7'h33;          
    4'b0101 : Segment1 = 7'h5B;
    4'b0110 : Segment1 = 7'h5F;
    4'b0111 : Segment1 = 7'h70;
    4'b1000 : Segment1 = 7'h7F;
    4'b1001 : Segment1 = 7'h7B;
	default : Segment1 = 7'h00;
  endcase
endmodule
module struct_diag #(parameter NS=60, NH=24)(
  input Reset,
        Timeset, 	   
        Alarmset,	   
		Minadv,
		Hrsadv,
		Alarmon,
		Pulse,		   
  output [6:0] S1disp, S0disp, 	    
               M1disp, M0disp, 
               H1disp, H0disp,
  output logic Buzz);	            
  logic[6:0] TSec, TMin, THrs,      
             AMin, AHrs;		    
  logic[6:0] Min, Hrs;
  logic Szero, Mzero, Hzero, 	    
        TMen, THen, AMen, AHen;
  logic buzz;
  ct_mod_N #(.N(NS)) Sct(
    .clk(Pulse), .rst(Reset), .en(!Timeset), 
    .ct_out(TSec), .z(Szero)
    );
  ct_mod_N #(.N(NS)) Mct(
    .clk(Pulse), .rst(Reset), .en(TMen), .ct_out(TMin), .z(Mzero)
    );
  ct_mod_N #(.N(NH)) Hct(
	.clk(Pulse), .rst(Reset), .en(THen), .ct_out(THrs), .z(Hzero)
    );
  ct_mod_N #(.N(NS)) Mreg(
    .clk(Pulse), .rst(Reset), .en(AMen), 
    .ct_out(AMin), .z()
    ); 
  ct_mod_N #(.N(NH)) Hreg(
    .clk(Pulse), .rst(Reset), .en(AHen), .ct_out(AHrs), .z()
    ); 
  lcd_int Sdisp(
    .bin_in    (TSec)  ,
	.Segment1  (S1disp),
	.Segment0  (S0disp)
	);
  lcd_int Mdisp(
    .bin_in    (Min),
	.Segment1  (M1disp),
	 .Segment0 (M0disp)
	);
  lcd_int Hdisp(
    .bin_in    (Hrs),
	.Segment1  (H1disp),
	  .Segment0  (H0disp)
	);
  always_comb begin
	AMen = 0;
	AHen = 0;
    Min = 0;
	Hrs = 0;
    TMen = 0;
    THen = 0;
	if (Alarmset && !Timeset) begin
		Min = AMin;
		Hrs = AHrs;
		AMen = Minadv;
		AHen = Hrsadv;
	end
	else if (!Alarmset && Timeset) begin
		Min = TMin;
		Hrs = THrs;
		TMen = Minadv;
		THen = Hrsadv;
	end
	else begin
		Min = TMin;
		Hrs = THrs;
		TMen = Szero;
		THen = Mzero && Szero;
	end
	if (Alarmon)
		Buzz = buzz;
	else
		Buzz = 0;		
  end
  alarm a1(
	  .tmin(TMin), .amin(AMin), .thrs(THrs), .ahrs(AHrs), .buzz(buzz)
  );
endmodule
==> flow/run.sh <==
#!/bin/bash
# OpenROAD 26Q1-2900-gdf79404cd8, Yosys 0.63+post, stock flow scripts
make -C /OpenROAD-flow-scripts/flow DESIGN_CONFIG=/design/flow/config.mk WORK_HOME=/design/flow/orfs finish
==> flow/config.mk <==
export PLATFORM = sky130hd
export DESIGN_NAME = struct_diag
export DESIGN_NICKNAME = struct_diag
export VERILOG_FILES = /design/flow/design.v
export SDC_FILE = /design/flow/constraint.sdc
export NUM_CORES = 4
export LEC_CHECK = 1
export CORE_UTILIZATION = 40
==> flow/constraint.sdc <==
current_design struct_diag

set clk_period 15.0
set clk_io_pct 0.2

create_clock -name clk0 -period $clk_period [get_ports {Pulse}]

set non_clock_inputs [all_inputs -no_clocks]
set_input_delay [expr $clk_period * $clk_io_pct] -clock clk0 $non_clock_inputs
set_output_delay [expr $clk_period * $clk_io_pct] -clock clk0 [all_outputs]
==> results.sh <==
# physical design summary
export IMPL_grt_pass1_vias=5435
export IMPL_reg2reg_to="Hct.ct_out[3]"
export IMPL_critPathKind="input pin to primary output"
export IMPL_critPathTopFamily="AND-OR/OR-AND gates"
export IMPL_cts_root_buffer_cell="clkbuf_16"
export IMPL_core_rowCount=45
export IMPL_enable_flop_cells=0
export IMPL_grt_use_total_pct=19.1
export IMPL_finalCritPeriodShare_pct=84.2
export IMPL_antenna_left=0
export IMPL_die_width_um=127
export IMPL_place_congestion=0.908
export IMPL_reg2reg_setup_slack_ps=11850
export IMPL_crit_chain="clkdlybuf4s50_1, buf_4, nand2b_4, mux2i_1, inv_1, ha_1, a2111oi_1, o221ai_1, o21ai_0, inv_1, ha_1, o2111ai_1, nand3_1, a311o_1, a21oi_1, nand3_1, xnor2_1, inv_1, ha_1, inv_1, mux2i_1, mux2_2, clkdlybuf4s50_1"
export IMPL_postCtsSetupBuffers=0
export IMPL_ir_worst_vdd_v=0.0000516
export IMPL_timing_hold_ws_ps=562
export IMPL_postCtsResizedCells=0
export IMPL_cts_tree="done"
export IMPL_cts_hold_buf=0
export IMPL_synth_area_per_cell_sq_um=7.03
export IMPL_synth_flops=35
export IMPL_cts_buffers=5
export IMPL_vias_per_cell=5.46
export IMPL_fin_tns_setup_ps=0
export IMPL_worst_pin_slew_ps=876
export IMPL_instances_no_fill=1111
export IMPL_crit_end="H0disp[1]"
export IMPL_grt_pass1_wl_um=26000
export IMPL_layout_drive_gt1_share_pct=5.33
export IMPL_antenna_found_initial=0
export IMPL_die_y_um=127
export IMPL_startpoint="Timeset"
export IMPL_slew_headroom_pct=41.6
export IMPL_drv_slew=0
export IMPL_drcViolationCount=0
export IMPL_vias=6070
export IMPL_p_leak_uw=0.00282
export IMPL_dp_cells=1104
export IMPL_ys_seq_share_pct=11.2
export IMPL_port_buffers=49
export IMPL_fp_util_pct=41.1
export IMPL_synth_cell_types=82
export IMPL_logic_area_sq_mm=0.00518
export IMPL_nFillCells=1574
export IMPL_r2r_cells=17
export IMPL_clockBufferDepth=2
export IMPL_htreeDepth=2
export IMPL_yosysChipArea_sq_mm=0.00627
export IMPL_cp_required_ps=12000
export IMPL_crit_top_cell="inv_1"
export IMPL_worst_path_stages=23
export IMPL_r2r_start="Hct.ct_out[0]"
export IMPL_finalPower_uw=398
export IMPL_max_freq_ghz=0.0791
export IMPL_grt_max_degree=37
export IMPL_ys_cells=892
export IMPL_crit_buf_inv=7
export IMPL_numClockSinks=35
export IMPL_critPathMaxStageDelay_ps=590
export IMPL_first_pass_iters=5
export IMPL_worst_path_max_delay_cell="a2111oi_1"
export IMPL_wl_per_cell_um=13.4
export IMPL_antenna_cells=0
export IMPL_warnings=63
export IMPL_cap_violations=0
export IMPL_p_per_area_mw_per_mm2=57.0
export IMPL_overflow=0
export IMPL_first_iter_violations=480
export IMPL_yosys_warnings=5
export IMPL_post_route_min_period_ps=12630
export IMPL_finClkSkew_ps=5.75
export IMPL_status="complete, no violations"
export IMPL_ff_latch_area_sq_um=701
export IMPL_clk_pin_slew_ps=50
export IMPL_ios=50
export IMPL_worst_ep_arrival_time_ps=9630
export IMPL_async_flop_share_pct=0
export IMPL_critPathCaptureType="primary output"
export IMPL_rsz0062_at_grt="false"
export IMPL_core_area_sq_mm=0.0153
export IMPL_synth_top_flop_cell="dfxtp_1"
export IMPL_hp_class="flip-flop to flip-flop"
export IMPL_dieArea_sq_mm=0.0162
export IMPL_routed_wirelength_um=14900
export IMPL_netlist_area_sq_mm=0.00627
export IMPL_netlist_instances=892
export IMPL_hold_violations=0
export IMPL_cp_start_kind="input pin"
export IMPL_clk_latency_ps=280
export IMPL_dp_hpwl_um=11100
export IMPL_area_growth_pct=11.3
export IMPL_setup_viol=0
export IMPL_cp_max_fo=36
-- routing by layer --
layer	GRT usage (%)	wire length (um)
met2	30.5	6380
met5	0	0
met4	1.40	102
met3	1.28	357
met1	29.6	8090
-- where the power goes --
group	switching [uW]	internal, uW	total, uW
logic	86.4	104	190
clock network	38.0	64.8	103
registers	9.03	95.9	105
total	133	265	398
-- cell usage after synthesis, drive strengths merged (8+ instances only) --
| master | n | share of area, % |
|---|---|---|
| nand3 | 33 | 2.6 |
| xor2 | 19 | 2.7 |
| o21ai | 64 | 5.2 |
| nor4 | 8 | 0.80 |
| ha | 61 | 12 |
| nand2 | 75 | 4.5 |
| a211oi | 18 | 2.4 |
| nand2b | 13 | 1.4 |
| nand4 | 13 | 1.3 |
| dfxtp | 35 | 11 |
| o211ai | 11 | 1.3 |
| nor3 | 24 | 2.0 |
| nor2 | 103 | 6.3 |
| buf | 17 | 1.5 |
| nor2b | 12 | 1.2 |
| clkbuf | 36 | 2.2 |
| and3 | 11 | 1.1 |
| and2 | 10 | 1.0 |
| a21o | 12 | 1.4 |
| mux2i | 30 | 4.8 |
| a21oi | 62 | 5.0 |
| mux2 | 15 | 2.8 |
| inv | 41 | 2.5 |
| xnor2 | 52 | 7.3 |
-- cell type report --
cell class	instances	area share (%)
inverter	43	2.31
multi-input combinational	761	74.2
clock buffer	6	1.99
timing repair buffer	54	7.57
sequential	35	10.0
clock inverter	1	0.0717
tap	211	3.78
-- flip-flops by register name, indices dropped and copies added, names as in the netlist --
signal / flops
Sct.ct_out: 7
Mct.ct_out: 7
Mreg.ct_out: 7
Hct.ct_out: 7
Hreg.ct_out: 7
-- layout by cell type, fill, tap and decap left out, types with 8 or more instances in the layout --
cell type / count
nor2_1: 102
nand2_1: 74
a21oi_1: 61
ha_1: 61
o21ai_0: 60
xnor2_1: 52
clkdlybuf4s50_1: 49
inv_1: 41
dfxtp_1: 35
nand3_1: 33
mux2i_1: 30
nor3_1: 23
xor2_1: 19
a211oi_1: 17
nand4_1: 13
mux2_2: 13
nand2b_1: 12
a21o_1: 12
o211ai_1: 11
nor2b_1: 11
and3_1: 11
and2_1: 9
nor4_1: 8
-- logic make-up (layout without fill, tap and decap cells) --
family / after synthesis / in the layout / share of synthesized area [%]
flops: 35 / 35 / 11.2
mux: 45 / 45 / 7.61
compound gates: 248 / 248 / 26.4
fa+ha+maj: 64 / 64 / 12.7
buf+inv: 96 / 104 / 6.21
simple gates: 333 / 333 / 26.1
xor+xnor: 71 / 71 / 9.92
-- through the flow --
| step | instance area, sq um | util, % | setup WS [ps] |
|---|---|---|---|
| 2_1_floorplan | 6270 | - | 4150 |
| 3_3_place_gp | 6830 | 44.8 | 2610 |
| 3_5_place_dp | 6830 | 44.8 | 2460 |
| 4_1_cts | 6980 | 45.7 | 2410 |
| 5_1_grt | 6980 | 45.7 | 1640 |
| 6_report | 6980 | 45.7 | 2370 |
-- worst min-delay path, cell delays in order (launching register included) --
cell and delay [ps]:
dfxtp_1 370, nand2_1 90, a21oi_1 60
-- worst min path at each step --
stage / start / end / depth (start not counted)
final: Hreg.ct_out[1] / Hreg.ct_out[1] / 2
after global routing: Hreg.ct_out[1] / Hreg.ct_out[1] / 2
after CTS: Hreg.ct_out[1] / Hreg.ct_out[1] / 2
No activity file was given, so power comes from the tool's default toggle rates.
